--- ./design.v ---
module my_controller
(
  input  wire [2:0] opcode ,
  input  wire [2:0] phase  ,
  input  wire       zero   , 
  output reg        sel    , 
  output reg        rd     , 
  output reg        ld_ir  ,
  output reg        inc_pc ,
  output reg        halt   ,
  output reg        ld_pc  ,
  output reg        data_e ,
  output reg        ld_ac  , 
  output reg        wr       
);
localparam HLT=3'd0, SKZ=3'd1, ADD=3'd2, AND=3'd3, XOR=3'd4, LDA=3'd5, STO=3'd6, JMP=3'd7;
localparam INST_ADDR=0, INST_FETCH=1, INST_LOAD=2, IDLE=3, OP_ADDR=4, OP_FETCH=5, ALU_OP=6, STORE=7;
reg ALUOP,S_Z,H,J,S;
always @* begin
	ALUOP = (opcode == ADD || opcode == AND || opcode == XOR || opcode == LDA);
    S_Z = (opcode == SKZ && zero);
	H = (opcode == HLT);
    J = (opcode == JMP);
    S = (opcode == STO);
	case ( phase )
  0:begin sel=1;rd=0;ld_ir=0;inc_pc=0;halt=0;ld_pc=0;data_e=0;ld_ac=0;wr=0;end
  1:begin sel=1;rd=1;ld_ir=0;inc_pc=0;halt=0;ld_pc=0;data_e=0;ld_ac=0;wr=0;end
  2:begin sel=1;rd=1;ld_ir=1;inc_pc=0;halt=0;ld_pc=0;data_e=0;ld_ac=0;wr=0;end
  3:begin sel=1;rd=1;ld_ir=1;inc_pc=0;halt=0;ld_pc=0;data_e=0;ld_ac=0;wr=0;end
  4:begin sel=0;rd=0;ld_ir=0;inc_pc=1;halt=H;ld_pc=0;data_e=0;ld_ac=0;wr=0;end
  5:begin sel=0;rd=ALUOP;ld_ir=0;inc_pc=0;halt=0;ld_pc=0;data_e=0;ld_ac=0;wr=0;end
  6:begin sel=0;rd=ALUOP;ld_ir=0;inc_pc=S_Z;halt=0;ld_pc=J;data_e=S;ld_ac=0;wr=0;end
  7:begin sel=0;rd=ALUOP;ld_ir=0;inc_pc=0;halt=0;ld_pc=J;data_e=S;ld_ac=ALUOP;wr=S;end
      endcase
	end
endmodule
--- ./run.sh ---
#!/bin/bash
# OpenROAD 26Q1-2900-gdf79404cd8, Yosys 0.63+post, stock flow scripts
make -C /OpenROAD-flow-scripts/flow DESIGN_CONFIG=/design/flow/config.mk WORK_HOME=/design/flow/orfs finish
--- ./config.mk ---
export PLATFORM = sky130hd
export DESIGN_NAME = my_controller
export DESIGN_NICKNAME = my_controller
export VERILOG_FILES = /design/flow/design.v
export SDC_FILE = /design/flow/constraint.sdc
export NUM_CORES = 4
export LEC_CHECK = 1
export CORE_AREA = 10 10 70 70
export DIE_AREA = 0 0 80 80
--- ./constraint.sdc ---
current_design my_controller

set clk_period 1.0
set clk_io_pct 0.2

create_clock -name clk0 -period $clk_period

set non_clock_inputs [all_inputs -no_clocks]
set_input_delay [expr $clk_period * $clk_io_pct] -clock clk0 $non_clock_inputs
set_output_delay [expr $clk_period * $clk_io_pct] -clock clk0 [all_outputs]
==> deck_impl_summary.md <==
Physical Implementation Snapshot

Setup path
  – Worst setup EP type: primary output
  – Worst Setup Start Kind: input pin
  – CP max FO: 2
  – Critical path's slowest cell: or4_4
  – Kind of critical path: in2out
  – Worst EP arrival: 1010 ps
  – CP delay by family, top: simple AND/OR/NAND/NOR gates
  – Critical Path Max Stage Delay: ~520 ps
  – Req. time, crit path: 800 ps
  – CP bufs+invs: 2
  – CP cell instances: buf_6, or4_4, nor2_2, buf_2

Power and ir drop
  – Peak supply drop: approximately 38 uV
  – Pwr dens: just over 300 nW/um^2
  – Design Power: roughly 0.12 mW
  – Leakage power: about 0.17 nW

Finish
  – Layout cell share with drive strength beyond 1: 0.769
  – Filler cells: 401
  – Flip-flops: 0
  – FF/Latch Area: 0 um^2
  – Post-Route Utilization: 0.110
  – Number of clock-tree buffers in the layout: 0
  – Area growth syn-to-layout: 295%

Routing
  – Remaining antenna violation count: 0
  – Vias: around 210
  – Vias per cell: 2.52
  – DRC: 0
  – DRT iter0 DRCs: 0
  – TritonRoute pass-1 iters: 1
  – Final wirelength: about 700 um
  – WL/cell: around 8.3 um
  – # diodes: 0

Final timing
  – Max-slew violation count: 0
  – Final TNS setup: -292 ps
  – Slew headroom: 0.902
  – Slew @ Worst Pin: 147 ps
  – Final Hold Vio Count: 0
  – Maximum clock frequency: between 0.8 and 0.9 GHz
  – Final hold slack: just over 700 ps
  – Final setup fails: 4
  – Min Tclk post-route: around 1200 ps
  – Period utilization: 1.21
  – Final worst slack: -214 ps
  – RSZ-0062 raised after global routing: true

GRT
  – Antenna violations before repair: 0
  – GRT Total Usage: 0.0189
  – Largest net degree at the start of global routing: 5
  – First-pass GRT wire length: between 1 and 1.5 mm
  – Vias in the first global route: 221
  – Total congestion overflow: 0

Floorplan
  – Die ar.: approximately 6400 um^2
  – Core Region: around 3400 um^2
  – DIE WIDTH: about 80 um
  – Core Density at Floorplan: 0.0278
  – Row Count: 21
  – Die Height: ~80 um
  – Ports: 16

Synth
  – Average size of a mapped cell: around 5.6 um^2
  – Area leader share: 0.197
  – # Cells Yosys: 17
  – Yosys cell types: 11
  – Synth Cell Area: 95.1 um^2
  – Post-Syn Instances: 17
  – Ys Warns: 1
  – Cell area leaders: nor2_1, nand4bb_1, a21oi_1, xnor2_1, inv_1
  – Sequential share of the synthesized area: 0
  – Synthesis area per yosys: between 90 and 100 um^2
  – Yosys top cell by area: nor2_1

Place
  – Dpl hpwl: between 500 and 600 um
  – Place WS: -959 ps
  – PortBufs: 16
  – Placer congestion estimate: around 0.76

CTS
  – CTS Hold Bufs: 0

Run
  – Tool warnings: 34
  – Max-cap violations: 0

Outcome
  – Failing checks: setup timing
  – Status: finished with violations

Hold path
  – Min-delay worst type: in2out
==> per-stage QoR <==
step                std cells  cell area [um^2]
global route               85               375
floorplan                  17              95.1
CTS                        86               357
finish                     85               375
detailed placement         84               350
global placement           84               350
==> repair_timing <==
item,4_1_cts,5_1_grt
endpoints found under the setup margin,9,7
pin swaps,9,4
cloned,0,0
buffers inserted,2,0
hold endpoints to repair,0,0
resized,61,8
==> path summary, 6_finish.rpt <==
kind  cells after the start  endpoint      from  slack, ps
min                       4      halt  phase[1]        710
max                       4      halt  phase[1]       -210
==> report_power, final <==
group	leakage, nW	switching, mW	total (mW)	internal (mW)
registers	0	0	0	0
logic	0.166	0.0454	0.115	0.0697
clock network	0	0	0	0
total	0.166	0.0454	0.115	0.0697
==> Yosys cell counts <==
| library cell | count |
|---|---|
| a21oi_1 | 2 |
| inv_1 | 2 |
| nand2b_1 | 1 |
| nand3_1 | 1 |
| nand4_1 | 1 |
| nand4bb_1 | 1 |
| nor2_1 | 5 |
| nor2b_1 | 1 |
| nor3b_1 | 1 |
| or4_1 | 1 |
| xnor2_1 | 1 |
==> kinds of logic after synthesis <==
| kind of cell | count (synthesis) | share of synthesized area |
|---|---|---|
| buffers and inverters | 2 | 0.0790 |
| AND-OR/OR-AND | 2 | 0.105 |
| AND/OR/NAND/NOR | 12 | 0.724 |
| XOR/XNOR | 1 | 0.0921 |
==> tightest hold or removal path: cells and delay by family <==
kind	cells	cell delay, ps
buffers and inverters	2	170
and+or+nand+nor	2	140
==> per-layer routing <==
metal  track usage  up-vias  share of wire
met5             0        -              0
met4             0        0              0
met3        0.0102        0           0.17
met2        0.0305       12           0.43
met1        0.0231       97           0.40
li1              -      105              -
==> cell usage in the layout, fill, tap and decap left out, drive strengths merged <==
cell and count:
buf 18, nor2 5, a21oi 2, inv 2, dlygate4sd2 2, clkbuf 2
xnor2 1, nand4bb 1, nand2b 1, nand4 1, nor3b 1, nand3 1
or4 1, nor2b 1
==> area by class of cell <==
class,count,area [um^2],area share
Multi-Input combinational cell,15,148,0.393
Timing Repair Buffer,22,163,0.433
Inverter,2,7.51,0.0200
Tap cell,46,57.6,0.153
Power figures rest on the tool's default switching activity, not on a simulated workload.
