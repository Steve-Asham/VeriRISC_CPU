==> design/flow/design.v <==
module memory
#(
  parameter integer AWIDTH=5,
  parameter integer DWIDTH=8
 )
 (
  input  wire              clk  ,
  input  wire              wr   ,
  input  wire              rd   ,
  input  wire [AWIDTH-1:0] addr ,
  inout  wire [DWIDTH-1:0] data  
 );
 reg [DWIDTH-1:0] mem_1 [2**AWIDTH-1 : 0];
 reg [DWIDTH-1:0] temperoarydata;
  always @(posedge clk)
    if (wr)
      mem_1[addr] = data;
  assign data = rd? mem_1[addr] : 'bz;
endmodule
==> design/flow/run.sh <==
#!/bin/bash
# OpenROAD 26Q1-2900-gdf79404cd8, Yosys 0.63+post, stock flow scripts
make -C /OpenROAD-flow-scripts/flow DESIGN_CONFIG=/design/flow/config.mk WORK_HOME=/design/flow/orfs finish
==> design/flow/config.mk <==
export PLATFORM = sky130hd
export DESIGN_NAME = memory
export DESIGN_NICKNAME = memory
export VERILOG_FILES = /design/flow/design.v
export SDC_FILE = /design/flow/constraint.sdc
export NUM_CORES = 4
export LEC_CHECK = 1
export CORE_UTILIZATION = 50
==> design/flow/constraint.sdc <==
current_design memory

set clk_period 4.7
set clk_io_pct 0.2

create_clock -name clk0 -period $clk_period [get_ports {clk}]

set non_clock_inputs [all_inputs -no_clocks]
set_input_delay [expr $clk_period * $clk_io_pct] -clock clk0 $non_clock_inputs
set_output_delay [expr $clk_period * $clk_io_pct] -clock clk0 [all_outputs]
==> ci_impl_report.md <==
## Implementation flow summary

| Metric | Value |
|---|---|
| Post-synth seq share | `76.52%` |
| Num ports | `16` |
| Die height | `143.7 um` |
| Mean Syn Cell Area | `17.69 um^2` |
| Placed cells | `830` |
| Stop stage | `4_1_cts` |
| Root buf cell | `clkbuf_16` |
| Yosys warnings | `2` |
| Area reported by Yosys stat | `10050 um^2` |
| Routability cong. | `a little under 0.9` |
| Port Buffers | `6` |
| Cells in synth_stat.txt | `568` |
| Hold buffer count at CTS | `0` |
| Seq cells post-synth | `about 260` |
| HPWL after detailed placement | `12330 um` |
| DP Area | `10470 um^2` |
| Post_cts resized | `0` |
| Synthesized cell area | `10050 um^2` |
| Die span in x | `143.7 um` |
| Syn Inst Count | `568` |
| FP Core Util | `between 50 and 60%` |
| Site Rows | `slightly above 50` |
| Number of setup buffers added after CTS | `0` |
| Outcome | `did not finish` |
| Tool error | `[error] [KeplerFormal.cpp:679] Workflow failed: Iso has multiple drivers: .data0, _541_.Y0` |
| Inserted Clock Buffers | `26` |
| CTS max path bufs | `3` |
| TritonCTS sink count | `approximately 260` |
| H-tree lvl count | `1` |
| Unique cell types | `23` |
==> Yosys cell counts (all sizes together) <==
cell	n	area (um^2)
buf	26	140.1
clkbuf	9	35.03
edfxtp	256	7687
mux2i	128	1281
nand2	10	37.54
nand3	2	10.01
nand3b	4	30.03
nand4	1	6.260
nand4b	4	35.03
nand4bb	5	56.30
nor2	29	108.9
nor3	4	20.02
nor4	16	100.1
o22ai	64	406.6
or3	1	6.260
or3b	3	26.28
or4	1	7.510
or4b	4	40.04
or4bb	1	11.26
==> kinds of logic after synthesis <==
logic type | after synthesis | synth area share [%]
and+or+nand+nor | 85 | 4.932
muxes | 128 | 12.75
DFF | 256 | 76.52
buffers and inverters | 35 | 1.744
AOI/OAI and AO/OA | 64 | 4.048
==> through the flow <==
step / total power, mW / setup slack, ps / hold WS, ps / util [%]
global placement: 2.938 / 518.5 / 1187 / 53.45
floorplan: 2.719 / 1323 / 1153 / -
detailed placement: 2.735 / 519.7 / 1209 / 53.45
Power is estimated from default activity; no workload was simulated.
