**run.sh**
```bash
#!/bin/bash
# OpenROAD 26Q1-2900-gdf79404cd8, Yosys 0.63+post, stock flow scripts
make -C /OpenROAD-flow-scripts/flow DESIGN_CONFIG=/design/flow/config.mk WORK_HOME=/design/flow/orfs finish
```
**config.mk**
```make
export PLATFORM = sky130hd
export DESIGN_NAME = register
export DESIGN_NICKNAME = register
export VERILOG_FILES = /design/flow/design.v
export SDC_FILE = /design/flow/constraint.sdc
export NUM_CORES = 4
export LEC_CHECK = 1
export CORE_AREA = 10 10 70 70
export DIE_AREA = 0 0 80 80
```
**constraint.sdc**
```tcl
current_design register

set clk_period 1.0
set clk_io_pct 0.2

create_clock -name clk0 -period $clk_period [get_ports {clk}]

set non_clock_inputs [all_inputs -no_clocks]
set_input_delay [expr $clk_period * $clk_io_pct] -clock clk0 $non_clock_inputs
set_output_delay [expr $clk_period * $clk_io_pct] -clock clk0 [all_outputs]
```
**design.v**
```verilog
module register
#(
  parameter integer WIDTH=8
 )
 (
  input  wire clk  ,
  input  wire rst  ,
  input  wire load ,
  input  wire [WIDTH-1:0] data_in,
  output reg  [WIDTH-1:0] data_out
 );
  always @(posedge clk)
    if ( rst==1 ) data_out <= 0; else
    if ( load==1 ) data_out <= data_in;
    else data_out<=data_out; 
endmodule
```
==> results.yml <==
# physical design summary
final_layout:
  drive_gt1_share_pct: 28.3
  area_growth_pct: 98.7
  final_cell_mix: "clkdlybuf4s50_1, nor2_1, dfxtp_2, clkdlybuf4s15_1, mux2i_1"
  regMostFlops: "data_out"
  largest_register_ffs: 8
  largestRegisters: "data_out (8)"
  stdcell_count: 92
  layout_top_cell: "clkdlybuf4s50_1"
cts:
  cts_buffers: 3
  cts_hold_buffers: 0
  post-cts-setup-buffer-count: 0
  clock_latency_ps: 240
  cts_tree: "built"
  h-tree-depth: 1
  root_buffer: "clkbuf_4"
  path_clk_slew_ps: 50
  clockBufferDepth: 2
  cts_sinks: 8
global_route:
  gr-usage-all-layers_pct: 2.67
  gr-total-overflow: 0
  grt_pass1_vias: 303
  grt_use_met1_pct: 2.15
  grt_pass1_wl_mm: 1.36
  grt_max_degree: 9
  antenna_found_initial: 0
  use_met3_pct: 1.14
  grt.busiest_layer: "met2"
  grt_use_met2_pct: 5.54
worst_setup_path:
  crit_buf_inv: 1
  critPathSlowestCell: "dfxtp_2"
  crit_fanout: 2
  cp.arrival_ps: 740
  critPathCaptureType: "output pin"
  reg2reg_depth: 2
  critPathLaunchType: "flop"
  critPathKind: "flop to output pin"
  path_depth: 1
  cp_cell_sequence: "clkdlybuf4s15_1"
  max_stage_delay_ps: 330
  worstPathRequired_ps: 800
  path_delay_family: "flip-flops"
timing:
  slew_violations: 0
  setup_viol: 0
  fmax_mhz: 1060
  period_needed_ps: 939
  max_slew_margin_pct: 79.2
  worst_slack_ps: 60.6
  period_used_pct: 93.9
  worst-slew-pin-transition_ps: 310
  finClkSkew_ps: 0
  rsz0062_at_grt: "no"
  finalHoldViolations: 0
yosys:
  synth_cell_types: 5
  yosys_area_um2: 285
  netlist_area_um2: 285
  numSynthFlops: 8
  yosysWarnings: 1
  yosysSeqAreaShare_pct: 56.1
  ys_cells: 26
  syn_inst: 26
  syn_area_per_cell_um2: 11.0
route:
  routed_wl_um: 879
  drtIter0Drc: 4
  num_vias: 251
  detail_route.vias_per_cell: 2.73
  antenna_cells: 0
  wire_per_inst_um: 9.55
  drt-pass1-iter-count: 2
  drc: 0
  ant_nets: 0
power:
  cellPowerDensity_nw_per_um2: 1230
  p_leak_nw: 0.236
  ir_worst_vdd_uv: 217
outcome:
  status: "finished, final reports clean"
place:
  gp_congestion: 0.664
  post-place-ws_ps: -220
  dp.cells: 89
  io_buffers: 18
hold_path:
  min_path_type: "input port to flop"
  whs_path_depth: 4
die:
  rows: 21
  dieHeight_um: 80
  fp.dieW_um: 80
  pin_count: 19
  die-area_um2: 6400
  fp_util_pct: 8.35
  core_area_um2: 3420
run:
  cap_violations: 0
  tool_warnings: 25
layout make-up:
class                   instances  area [um^2]
fillers                       387         2850
repair buffers                 19          203
flip-flops and latches          8          170
multi-input cells              16          114
well taps                      46         57.6
clock buffers                   3         22.5
report_power, final:
part / leakage [nW] / internal (mW) / switching (mW)
Combinational: 0.154 / 0.0824 / 0.0328
Clock: 0.0138 / 0.136 / 0.0924
Sequential: 0.0689 / 0.343 / 0.0102
Total: 0.236 / 0.561 / 0.135
synthesized netlist by cell type:
cell     n  share of area [%]
buf_1    1                1.3
buf_6    1                3.9
dfxtp_1  8                 56
mux2i_1  8                 28
nor2_1   8                 11
metal layers:
metal  up-vias  share of wire, %  routed length, um
li1        125                 -                  -
met4         0              0.57                  5
met2         2                65                568
met5         -                 0                  0
met1       122                31                269
met3         2               4.0                 35
kinds of logic (layout without fill, tap and decap cells):
| logic type | count (synthesis) | in the layout | synth area share, % |
|---|---|---|---|
| AND/OR/NAND/NOR | 8 | 8 | 10.5 |
| flip-flops | 8 | 8 | 56.1 |
| multiplexers | 8 | 8 | 28.1 |
| buffers and inverters | 2 | 22 | 5.26 |
path summary, 6_finish.rpt:
path                       startpoint                  endpoint  slack (ps)
max          data_out[0]$_SDFFE_PP0P_               data_out[0]          60
max reg2reg  data_out[0]$_SDFFE_PP0P_  data_out[0]$_SDFFE_PP0P_         360
min reg2reg  data_out[2]$_SDFFE_PP0P_  data_out[2]$_SDFFE_PP0P_         490
min                              load  data_out[0]$_SDFFE_PP0P_         410
metrics by stage:
step           instance area (um^2)  TNS, ps  utilization (%)  hold slack [ps]  total power, mW
2_1_floorplan                   285        0                -              347            0.389
6_report                        567        0             16.6              414            0.697
5_1_grt                         567        0             16.6              428            0.738
3_5_place_dp                    528    -1690             15.5              494            0.479
3_3_place_gp                    528    -1610             15.5              488            0.477
4_1_cts                         561        0             16.4              493            0.712
timing repair:
action,4_1_cts,5_1_grt
gates resized,24,2
gates cloned,0,0
endpoints found under the setup margin,8,2
Power and IR drop assume default switching activity.
